File: design/flow/config.mk
export PLATFORM = sky130hd
export DESIGN_NAME = hazard
export DESIGN_NICKNAME = hazard
export VERILOG_FILES = /design/flow/design.v
export SDC_FILE = /design/flow/constraint.sdc
export NUM_CORES = 4
export LEC_CHECK = 1
export CORE_AREA = 10 10 103 103
export DIE_AREA = 0 0 113 113
File: design/flow/constraint.sdc
current_design hazard

set clk_period 2.7
set clk_io_pct 0.2

create_clock -name clk0 -period $clk_period [get_ports {clk_i}]

set non_clock_inputs [all_inputs -no_clocks]
set_input_delay [expr $clk_period * $clk_io_pct] -clock clk0 $non_clock_inputs
set_output_delay [expr $clk_period * $clk_io_pct] -clock clk0 [all_outputs]
File: design/flow/design.v
typedef struct packed { 
logic [15:0] data; 
logic [3:0]  adr; 
logic        ena;
} signal_alu_wr_reg;
typedef struct packed { 
logic [15:0] data; 
logic [3:0]  adr; 
logic        ena;
} signal_mem_wr_reg;
typedef struct packed { 
logic [15:0] data; 
logic [3:0]  adr; 
logic        ena;
} signal_wr_reg;
typedef struct packed { 
logic [15:0] a;
logic [15:0] b;
} signal_data;
typedef struct packed { 
logic [3:0] a1;
logic [3:0] a2;
logic       ena;
} signal_adr_regt;
typedef struct packed { 
logic [4:0] adr_m;
logic [3:0] adr_r;
logic       ena;
} signal_in1;
typedef struct packed { 
logic [3:0] adr;
logic       ena;
} signal_reg_wr_mem;
typedef struct packed { 
logic [3:0] adr_rm;
logic       ena;
} signal_offset_id_reg;
typedef struct packed { 
logic [4:0] adr;
logic       ena;
} signal_offset_reg_mem;
typedef struct packed { 
logic [4:0] adr;
logic       ena;
} signal_off_wr_mem;
typedef struct packed { 
logic [4:0] adr;
logic       ena;
} signal_off_mem;
typedef struct packed { 
logic ravno;
logic bolshe;
logic menshe;
logic rav_adr;
} signal_flag_alu;
typedef struct packed { 
logic ravno;
logic bolshe;
logic menshe;
logic rav_adr;
} signal_flag_ena_id;
typedef struct packed { 
logic ravno;
logic bolshe;
logic menshe;
logic rav_adr;
logic ena;
logic ena_ra;
} signal_flag_wr_alu;
module hazard(
 input               clk_i,
 input               rst,
 input               haz_i,
 input        [15:0] cnt_i,
 input        [15:0] cnt_jmp_i,
 output logic [15:0] cnt_o
);
always @ ( posedge clk_i or posedge rst)
 begin
   if (rst)
     cnt_o = 0;
   else
     begin
       if( cnt_jmp_i!=0 )
         begin
           cnt_o = cnt_jmp_i;
         end
       else
         begin
           if( cnt_i==cnt_o && haz_i!=1 )
             begin
 	       cnt_o = 0;
             end 
	   else
             begin
	       cnt_o = cnt_i;
             end
	 end
     end 
 end
endmodule
File: design/flow/run.sh
#!/bin/bash
# OpenROAD 26Q1-2900-gdf79404cd8, Yosys 0.63+post, stock flow scripts
make -C /OpenROAD-flow-scripts/flow DESIGN_CONFIG=/design/flow/config.mk WORK_HOME=/design/flow/orfs finish
==> run summary <==
Reports from this run.

- The flow ran to the end, and the final reports show no timing, DRC or antenna violations.
- The number of library cell types mapped by synthesis reads 17.
- After the flow finishes, the layout carries non-filler instances totaling 268.
- For reference, the critical path is launched at cnt_jmp_i[3].
- The number of global-route vias before repair is between 1000 and 1500.
- The critical path class is primary input to flip-flop.
- The via count normalized by instance count reads 3.802.
- The count of clock tree sinks reads 16.
- The post-cts gate resize count reads 0.
- After clock tree synthesis, the setup repair step added 0 buffers.
- The top logic cell by instance count in the layout reads clkdlybuf4s50_1.
- The yosys synthesis chip area reads 1069 um2.
- The relative area change from synthesis to final layout reads 58.55%.
- The worst ir drop on vdd is 130.0 uV.
- The total of warnings raised by yosys reads 1.
- Setup repair after global routing left no endpoint under its margin.
- Per the final layout report, the fraction of cells sized above drive strength 1 comes to 0.06135.
- The level count of the clock H-tree is 1.
- The worst flop-to-flop path startpoint reads cnt_o[2]$_DFF_PP0_.
- The sequential cell area reads between 400 and 500 um2.
- The flow reported a cell area power density of 344.4 nW/um2.
- The worst-skew pair later-pin latency reads 0.24 ns.
- The total global-route track usage is 0.06171.
- In this run the horizontal extent of the chip is 113 um.
- The count of input and output buffers reads roughly 50.
- The iteration count recorded for the first detailed-route pass is 6.
- The count of maximum capacitance violations reads 0.
- TritonCTS built the clock tree.
- The largest net degree at the start of global routing is 33.
- The kind of start point of the critical path reads a primary input.
- The post-detailed-routing wire length reads 3958 um.
- Summed over all failing endpoints, the final setup total negative slack is 0 ns.
- The number of warning messages in the logs reads 25.
- Detailed placement ended at an HPWL of 3231 um.
- The final core area utilization is 0.2041.
- The number of register bits inferred by synthesis is 16.
- Per the TritonCTS log, the buffer count is 3.
- In the final routed layout, each cell accounts on average for 14.77 um.
- The OpenROAD report gives the critical path a required time of 2.86 ns.
- The chip height is 113 um.
- The fraction of the cycle the final worst path needs reads 0.7528.
- The time the worst path needs with I/O delays and setup is ~2 ns.
- Summed over all cells, the static leakage comes to 0.6103 nW.
- The relative max-transition margin is 0.5805.
- The antenna diode instance count reads 0.
- Global routing finished with a remaining overflow of 0.
- The number of placed instances with taps included is approximately 270.
- The area of the die reads roughly 13000 um2.
- The final cell area excluding filler cells reads 1694 um2.
- The core region is 8299 um2.
- The cell area reported after detailed placement reads 1653 um2.
- The fill cell total of the finished layout reads 902.
- The longest clock path from root to sink contains 2 buffers.
- The post-synthesis cell count from yosys reads about 120.
- In this run the cell area of the synthesized design comes to 1069 um2.
- The wire length of the first global-routing pass is roughly 6400 um.
- The area of the multi-input gates reads 541.8 um2.
- The final routed DRC violation total reads 0.
- The worst setup path is captured at a flip-flop.
- The total via count in the routed design is 1019.
- The measured slew at the worst slew-check pin reads 0.6285 ns.
- The number of rows in the core area reads 33.
- The final weighted congestion in routability-driven placement reads ~0.76.
- The first-iteration detailed-routing DRC count reads 50.
- Per the finish-stage timing summary, setup violations number 0.
- The portion of the post-synthesis area used by sequential elements reads 0.3747.
- A synthesized cell averages 9.211 um2.
- The number of antenna violations at the first check in global routing is 0.
- The top cell types in the final layout, fill and taps aside, are clkdlybuf4s50_1, o211ai_1, inv_1.
- The top-level I/O count reads between 50 and 60.
- The floorplan-stage core utilization reads 0.1288.
- The final worst clock skew is 0.002007 ns.
- The tree is rooted in a clkbuf_8.
- The type of the tightest min-delay check reads primary input to async pin.
- The clock slew seen by the registers of the worst setup and hold paths reads 0.06 ns.
- The synthesized netlist handed to floorplanning was reported with a cell count of 116.
- The number of hold-repair buffers added at the cts stage is 0.
- The data arrival time reported for the critical path is approximately 2.2 ns.
- The count of pins over their slew limit is 0.
- The worst-case reg-to-reg setup slack stands at around 1.1 ns.
- Timing would allow up to 492.0 MHz.
- The final tally of hold violations reads 0.
- The biggest fanout along the worst timing path is 32.
- The register with the most flip-flops in the layout has 16 of them.
- Once detail routing completed, the nets flagged for antenna violations numbered 0.
## final timing paths
path	depth (start not counted)	endpoint
min in group clk0	3	cnt_o[1]$_DFF_PP0_
min	2	cnt_o[3]$_DFF_PP0_
max in group asynchronous	2	cnt_o[12]$_DFF_PP0_
min reg2reg	5	cnt_o[11]$_DFF_PP0_
max reg2reg	4	cnt_o[9]$_DFF_PP0_
max	6	cnt_o[9]$_DFF_PP0_
## per-layer routing
metal | track usage | vias to the layer above | wire length [um]
li1 | - | 500 | -
met1 | 0.07742 | 484 | 1672
met2 | 0.1033 | 33 | 1975
met3 | 0.02137 | 2 | 289
met4 | 0.005922 | 0 | 20
met5 | 0 | - | 0
## Yosys cell counts
library cell,instances,area share
nand2b_1,1,0.0059
dfrtp_1,16,0.37
buf_4,2,0.014
nand2_1,16,0.056
nor4_1,4,0.023
o211ai_2,3,0.035
buf_2,2,0.0094
nand4_1,2,0.012
nor3_4,1,0.015
nand3_1,1,0.0047
xnor2_1,16,0.13
inv_1,17,0.060
buf_6,3,0.032
o211ai_1,29,0.20
and4_1,1,0.0082
clkbuf_1,1,0.0035
nand4_2,1,0.012
## metrics by stage
| step | setup WS [ns] | hold WS (ns) | power, mW |
|---|---|---|---|
| final | 0.6673 | 0.6751 | 0.5834 |
| after global routing | 0.4626 | 0.7675 | 0.6202 |
| after CTS | 0.6296 | 0.7048 | 0.5924 |
| after detailed placement | 0.3774 | 0.9746 | 0.4119 |
| after global placement | 0.3808 | 0.9680 | 0.4113 |
| after floorplan | 1.191 | 0.4537 | 0.3112 |
## logic make-up after synthesis
logic type,share of synthesized area
AOI/OAI and AO/OA,0.2389
xor gates and xnor gates,0.1311
and+or+nand+nor,0.1370
buffers and inverters,0.1183
DFF,0.3747
## worst max-delay path: stages
cell,delay [ns]
clkdlybuf4s50_1,0.43
nor4_1,0.39
and4_1,0.24
buf_4,0.30
o211ai_1,0.15
o211ai_1,0.13
## report_power, final
part           total, mW  internal [mW]  switching, mW
Combinational      0.144         0.0879         0.0563
Clock              0.178         0.0988         0.0793
Sequential         0.261          0.252        0.00898
## layout make-up
class / count / share of cell area
Timing Repair Buffer: 52 / 0.3043
Tap cell: 105 / 0.07755
Inverter: 17 / 0.03767
Multi-Input combinational cell: 75 / 0.3198
Clock buffer: 3 / 0.02437
Sequential cell: 16 / 0.2363
Power is estimated from default activity; no workload was simulated.
