==> flow/design.v <==
typedef struct packed { 
logic [15:0] data; 
logic [3:0]  adr; 
logic        ena;
} signal_alu_wr_reg;
typedef struct packed { 
logic [15:0] data; 
logic [3:0]  adr; 
logic        ena;
} signal_mem_wr_reg;
typedef struct packed { 
logic [15:0] data; 
logic [3:0]  adr; 
logic        ena;
} signal_wr_reg;
typedef struct packed { 
logic [15:0] a;
logic [15:0] b;
} signal_data;
typedef struct packed { 
logic [3:0] a1;
logic [3:0] a2;
logic       ena;
} signal_adr_regt;
typedef struct packed { 
logic [4:0] adr_m;
logic [3:0] adr_r;
logic       ena;
} signal_in1;
typedef struct packed { 
logic [3:0] adr;
logic       ena;
} signal_reg_wr_mem;
typedef struct packed { 
logic [3:0] adr_rm;
logic       ena;
} signal_offset_id_reg;
typedef struct packed { 
logic [4:0] adr;
logic       ena;
} signal_offset_reg_mem;
typedef struct packed { 
logic [4:0] adr;
logic       ena;
} signal_off_wr_mem;
typedef struct packed { 
logic [4:0] adr;
logic       ena;
} signal_off_mem;
typedef struct packed { 
logic ravno;
logic bolshe;
logic menshe;
logic rav_adr;
} signal_flag_alu;
typedef struct packed { 
logic ravno;
logic bolshe;
logic menshe;
logic rav_adr;
} signal_flag_ena_id;
typedef struct packed { 
logic ravno;
logic bolshe;
logic menshe;
logic rav_adr;
logic ena;
logic ena_ra;
} signal_flag_wr_alu;
module counter (
input               clk_i,
input        [15:0] cnt_i,
input               rst,
input               haz_i,
output logic [15:0] cnt_o
);
always @ (posedge clk_i or posedge rst)
 begin
   if( rst )
     begin
       cnt_o <= 1;
     end
   else
     begin
       if( cnt_i!=0 )
         begin
           cnt_o <= cnt_i;
         end
      else
        begin
          cnt_o <= cnt_o+haz_i;
        end
     end
 end
endmodule 
==> flow/run.sh <==
#!/bin/bash
# OpenROAD 26Q1-2900-gdf79404cd8, Yosys 0.63+post, stock flow scripts
make -C /OpenROAD-flow-scripts/flow DESIGN_CONFIG=/design/flow/config.mk WORK_HOME=/design/flow/orfs finish
==> flow/config.mk <==
export PLATFORM = sky130hd
export DESIGN_NAME = counter
export DESIGN_NICKNAME = counter
export VERILOG_FILES = /design/flow/design.v
export SDC_FILE = /design/flow/constraint.sdc
export NUM_CORES = 4
export LEC_CHECK = 1
export CORE_AREA = 10 10 102 102
export DIE_AREA = 0 0 112 112
==> flow/constraint.sdc <==
current_design counter

set clk_period 4.5
set clk_io_pct 0.2

create_clock -name clk0 -period $clk_period [get_ports {clk_i}]

set non_clock_inputs [all_inputs -no_clocks]
set_input_delay [expr $clk_period * $clk_io_pct] -clock clk0 $non_clock_inputs
set_output_delay [expr $clk_period * $clk_io_pct] -clock clk0 [all_outputs]
==> summary.txt <==
Final period util = 0.551
Yosys chip area = 898 µm²
Fmax = 403 MHz
diode count = 0
total routed wirelength = 3010 µm
CTS tree = built
cts hold-fix bufs = 0
Total Routing Usage GR = 0.0482
most flop-heavy register = cnt_o
maximum buffer depth of the clock tree = 2
clock power share = 0.363
share of post-route cells with drive strength above 1 = 0.0847
die y size = 112 µm
Num Clock Sinks = 16
Clk pin slew, worst setup/hold paths = 60 ps
via count = 763
FF-to-FF path depth = 6
Seq share, synth = 0.447
Vias/cell = 3.42
Worst Tran Pin Value = 610 ps
Mean Syn Cell Area = 11.0 µm²
initial antenna violation count = 0
number of flip-flops in the largest register = 16
Log Warnings = 25
drt first-iter violations = 33
vias in the first global route = 876
DRT antenna net count = 0
largest net degree at the start of global routing = 17
crit-path max FO = 4
Worst VDD drop = 0.0000815 V
fill count = 880
CP required = 4640 ps
total internal power = 0.000265 W
skew final = 1.53 ps
startpoint types = primary input
First-pass DRT Iterations = 3
RSZ-0062 raised after global routing = false
P_sw = 0.0000770 W
CTS Buf Count = 3
clock latency on the worst-skew pair = 240 ps
most used routing layer = met2
WS Path Type = in -> reg
Max Slew Vio Count = 0
postcts setup bufs = 0
Ys Warns = 1
met3 Use GR = 0.0190
standard-cell rows = 33
Synth Cell Area = 898 µm²
Mapped Cells = 82
Worst R2R End = cnt_o[14]
Hold/Removal Path Class = reg -> reg
Reg power frac = 0.475
routability congestion estimate = 0.792
Pwr per Cell Area = 242 nW/µm²
Worst Setup SP = haz_i
Core Area = 8220 µm²
max_cap viols = 0
clock root buffer = clkbuf_8
outcome = complete, no violations
final worst setup slack = 2020 ps
Cell Type Count = 20
DIE WIDTH = 112 µm
DRC = 0
TNS Setup = 0 ps
Detailed Place HPWL = 2540 µm
I/O pins = 35
post-cts sizing count = 0
grt ovf = 0
top flop regs = cnt_o x16
worst slack, placed = 1770 ps
most frequent logic cell in the layout = clkdlybuf4s50_1
worst relative slew slack = 0.593
GR Util met2 = 0.0816
first-pass GRT wire length = 4850 µm
LEAKAGE = 0.577 nW
post-DR wirelength/cell = 13.5 µm
R2R Path Start = cnt_o[0]
final setup fails = 0
number of H-tree levels = 1
crit path DAT = 2620 ps
total power = 0.000342 W
port bufs = 34
met1 Use GR = 0.0587
# Cells Yosys = 82
combinational group share of total power = 0.162
Area Overhead vs Synth = 57.5%
Reg2Reg Setup Slack = 2610 ps
Switching Fraction = 0.225
Synth Register Bits = 16
starting density of the core = 0.109
Tmin final = 2480 ps
die area = 12500 µm²
final hold vios = 0
CP Capture Type = flop
Worst Setup EP = cnt_o[14]
most frequent cells in the layout = clkdlybuf4s50_1 (34), dfrtp_1 (15), a21o_1 (13), xor2_1 (9)
==> worst max-delay path: stages <==
cell and delay (ps):
clkdlybuf4s50_1 460, ha_1 190, ha_1 240, nand4_1 220, nor4_2 330, xor2_1 100
a21o_1 180
==> layer usage <==
layer,vias up,wire [µm]
li1,372,-
met1,372,1280
met2,19,1490
met3,0,230
met4,0,0
met5,-,0
==> cell families after synthesis <==
family          count (synthesis)  synth area share
simple gates                   28             0.227
fa+ha+maj                       2            0.0279
compound gates                 16             0.134
buf+inv                         6            0.0278
flops                          16             0.447
xor+xnor                       14             0.136
==> cells in the mapped netlist (all sizes together) <==
cell type  count  share of area
buf            1         0.0056
nor2           1         0.0042
xor2           9          0.088
inv            4          0.017
nor4           8          0.093
dfrtp         15           0.42
and4           1         0.0098
xnor2          5          0.049
nand3          4          0.022
nor3           4          0.022
nand2          4          0.017
ha             2          0.028
a21o          13           0.11
nand4          6          0.058
clkbuf         1         0.0056
o21bai         3          0.025
dfstp          1          0.029
==> power by group through the flow <==
stage	Combinational (W)	Sequential, W	Clock, W
after global routing	0.0000620	0.000164	0.000137
final	0.0000555	0.000162	0.000124
after CTS	0.0000573	0.000162	0.000128
==> how the worst min path moves through the flow <==
stage / startpoint / end / slack [ps] / cells past startpoint
6_report: cnt_o[15] / cnt_o[15] / 650 / 2
5_1_grt: cnt_o[12] / cnt_o[12] / 700 / 2
4_1_cts: cnt_o[15] / cnt_o[15] / 660 / 2
==> area by class of cell <==
type	count	area, µm²	share of cell area
clock buffers	4	55.1	0.0389
inverters	4	15.0	0.0106
repair buffers	34	340	0.240
well taps	105	131	0.0928
multi-input cells	60	472	0.333
flip-flops and latches	16	402	0.284
==> metrics by stage <==
stage	hold WS, ps	area, µm²	util	cells
after global routing	700	1420	0.172	223
after floorplan	567	898	-	82
after CTS	663	1420	0.172	223
final	649	1420	0.172	223
after detailed placement	645	1360	0.166	219
after global placement	626	1360	0.166	219
Power is estimated from default activity; no workload was simulated.
